<file path="flow/config.mk">
export PLATFORM = sky130hd
export DESIGN_NAME = top
export DESIGN_NICKNAME = top
export VERILOG_FILES = /design/flow/design.v
export SDC_FILE = /design/flow/constraint.sdc
export NUM_CORES = 4
export LEC_CHECK = 1
export CORE_UTILIZATION = 30
</file>
<file path="flow/constraint.sdc">
current_design top

set clk_period 8.5
set clk_io_pct 0.2

create_clock -name clk0 -period $clk_period [get_ports {clk}]

set non_clock_inputs [all_inputs -no_clocks]
set_input_delay [expr $clk_period * $clk_io_pct] -clock clk0 $non_clock_inputs
set_output_delay [expr $clk_period * $clk_io_pct] -clock clk0 [all_outputs]
</file>
<file path="flow/design.v">
interface top_if #(parameter N = 8) (input bit clk);
    logic           rst_n;
    logic           ea;
    logic           eb;
    logic [N-1:0]   data_a;
    logic [N-1:0]   data_b;
    logic [(2*N-1):0] p_out;
endinterface
module adder_tree_mult #(parameter N = 16) (
    input  logic [N-1:0] a,
    input  logic [N-1:0] b,
    output logic [2*N-1:0] p
);
    logic [2*N-1:0] pp [N]; 
    genvar i;
    generate
        for (i = 0; i < N; i++) begin : pp_gen
            assign pp[i] = (b[i]) ? ({ {N{1'b0}}, a } << i) : '0;
        end
    endgenerate
    localparam LEVELS = $clog2(N);
    logic [2*N-1:0] tree [LEVELS+1][N];
    genvar j;
    generate
        for (j = 0; j < N; j++) begin : leaves
            assign tree[0][j] = pp[j];
        end
    endgenerate
    genvar level, k;
    generate
        for (level = 0; level < LEVELS; level++) begin : stage
            for (k = 0; k < (N >> (level + 1)); k++) begin : adder
                assign tree[level+1][k] = tree[level][2*k] + tree[level][2*k+1];
            end
        end
    endgenerate
    assign p = tree[LEVELS][0];
endmodule
module top #(parameter N = 8) (
    input  logic        clk,
    input  logic        rst_n, 
    input  logic        ea, eb,
    input  logic [N-1:0] data_a, data_b, 
    output logic [2*N-1:0] p_out 
);
    logic [N-1:0] reg_a, reg_b;
    logic [2*N-1:0] mult_result;
    always_ff @(posedge clk or negedge rst_n) begin
        if (!rst_n) begin
            reg_a <= 0;
            reg_b <= 0;
        end else begin
            if (ea) reg_a <= data_a;
            if (eb) reg_b <= data_b;
        end
    end
    adder_tree_mult #(N) core ( 
        .a(reg_a), 
        .b(reg_b), 
        .p(mult_result) 
    );
    always_ff @(posedge clk or negedge rst_n) begin
        if (!rst_n) p_out <= 0;
        else        p_out <= mult_result;
    end
endmodule
</file>
<file path="flow/run.sh">
#!/bin/bash
# OpenROAD 26Q1-2900-gdf79404cd8, Yosys 0.63+post, stock flow scripts
make -C /OpenROAD-flow-scripts/flow DESIGN_CONFIG=/design/flow/config.mk WORK_HOME=/design/flow/orfs finish
</file>
==> flow_summary.yaml <==
# flow metrics
routing:
  antenna_left: 0
  vias: 1901
  n_antenna_cell: 0
  drtPass1Iterations: 4
  drc_errors: 0
  vias_per_cell: 4.36
  wire_per_inst_um: 11.5
  drt_wl_total_um: 5020
  drt_iter0_drc: 55
floorplanning:
  chipArea_um2: 10200
  core_um2: 9330
  die_w_um: 101
  die_y_um: 101
  num_io_pins: 36
  rows: 35
  initial_core_util: 0.314
setup_path:
  cp_slowest_cell: "fa_1"
  worstSetupPathType: "reg -> reg"
  slowest_delay_ns: 0.53
  start_kind: "register"
  endpoint_kind: "register"
  worstReg2RegStart: "reg_a[2]$_DFFE_PN0P_"
  path_cells: "and2_1 -> fa_1 -> inv_1 -> fa_1 -> inv_1 -> fa_1 -> inv_1 -> fa_1 -> inv_1 -> ha_1 -> and3_1 -> a221oi_2 -> a21boi_2 -> a41oi_2 -> xnor2_1"
  regToRegSetupSlack_ns: 4.09
  ff2ff_path_depth: 15
  required_ns: 8.71
  worst-path-max-fanout: 9
  worstPathArrival_ns: 4.62
  r2r_end: "p_out[14]$_DFF_PN0_"
global_route:
  grt_max_degree: 33
  antenna_found_initial: 0
  grt_pass1_vias: 1872
  track_usage: 0.112
  grt-ovfl-total: 0
  grt_pass1_wl_um: 8690
synth:
  synthCells: 266
  simple_gate_share: 0.158
  aoi_share: 0.0372
  yosysWarnings: 4
  synth-xor-area-share: 0.0269
  ys_cells: 266
  yosys_area_um2: 2930
  ys_ff: 32
  top_logic_kind: "adder cells"
  avgSynthCellArea_um2: 11.0
  mux_share: 0.0616
  synth.distinct_cells: 24
  synth_area_um2: 2930
  async_flop_share: 1.00
  top_area_frac: 0.274
  synth_seq_share: 0.274
  edf_count: 0
  post-synth-top-area-cell: "dfrtp_1"
  ys_sh_adder: 0.392
  area_leaders: "dfrtp_1 (27%), fa_1 (26%), ha_1 (13%)"
  flop_cell: "dfrtp_1"
clock_tree:
  cts_root_buf: "clkbuf_8"
  cts_tree: "done"
  clk_path_buf_depth: 2
  cts_setup_buffers: 0
  cts.sinks: 32
  cts_htree_levels: 2
  postCtsHoldBufs: 0
  clock_latency_ns: 0.28
  cts_resized: 0
  cts_buffers: 5
  clkTransAtPathRegs_ns: 0.07
power_and_ir_drop:
  ir_drop_uv: 132
  leakagePower_nw: 1.66
  finalPower_mw: 1.05
  powerDensity_nw_per_um2: 298
placement:
  place_congestion: 0.817
  port_buffers: 35
  dpl.hpwl_um: 4070
sta:
  holdWs_ns: 0.657
  fin_setup_tns_ns: 0
  period_minus_slack_ns: 4.41
  worst_pin_slew_ns: 0.421
  setup_viol: 0
  finalCritPeriodShare: 0.519
  max_freq_mhz: 227
  fin_worst_skew_ns: 0.00716
  max_slew_margin: 0.719
  slew_violations: 0
  hold_viol: 0
  rsz0062_at_grt: "false"
worst_hold_path:
  hold_depth: 1
  hold-path-endpoint: "p_out[0]$_DFF_PN0_"
  hold_path.class: "reg -> reg"
  worstHoldStart: "reg_b[0]$_DFFE_PN0P_"
job:
  openroad.warnings: 25
  drv_cap: 0
cells_and_area:
  lay_top_cells: "and2_1 (46), fa_1 (38), inv_1 (36)"
  syn_to_final_growth_pct: 20.4
  lay_top_count: "and2_1"
  drive_gt1_frac: 0.0879
run_status:
  status: "complete, no violations"
==> power breakdown <==
part	internal, mW	switching [mW]	leakage [nW]
clock network	0.0661	0.0580	0.0455
registers	0.203	0.0253	0.379
logic	0.348	0.350	1.23
==> layout make-up <==
cell class                      count  area, um^2
Fill cell                         907        5800
Multi-Input combinational cell    195        1980
Sequential cell                    32         801
Timing Repair Buffer               36         358
Tap cell                          129         161
Inverter                           36         135
Clock buffer                        8        90.1
==> how the worst max path moves through the flow <==
stage,from,end,slack [ns],depth (start not counted)
finish,reg_a[2]$_DFFE_PN0P_,p_out[14]$_DFF_PN0_,4.09,15
global route,reg_a[2]$_DFFE_PN0P_,p_out[14]$_DFF_PN0_,3.86,15
CTS,reg_b[7]$_DFFE_PN0P_,p_out[14]$_DFF_PN0_,4.08,15
==> layer usage <==
| metal | global-route usage | routed length (um) |
|---|---|---|
| met4 | 0.0100 | 46 |
| met2 | 0.172 | 2330 |
| met3 | 0.0176 | 219 |
| met1 | 0.180 | 2420 |
| met5 | 0 | 0 |
==> flip-flops by register name, indices dropped and copies added (netlist names) <==
register / cells
p_out: 16
reg_b: 8
reg_a: 8
==> cell usage after synthesis, types with 2 or more instances <==
cell type and count:
nor2b_1 3, nand3_1 2, inv_1 36, and2_1 46
xor2_1 3, a21oi_1 6, fa_1 38, nand2_1 21
ha_1 31, a211oi_1 2, mux2_2 16, dfrtp_1 32
clkbuf_1 3, nor3_1 4, xnor2_1 6, nor2_1 9
==> critical path: cells and delay by family, from the launching register on <==
family / cells / cell delay (ns)
simple gates: 2 / 0.42
buf+inv: 4 / 0.20
xor+xnor: 1 / 0.14
flops: 1 / 0.46
fa+ha+maj: 5 / 2.48
compound gates: 3 / 0.64
==> through the flow <==
stage	area (um^2)	instances	util	worst slack, ns
final	3520	436	0.378	4.09
after global routing	3520	436	0.378	3.86
after CTS	3520	436	0.378	4.08
after detailed placement	3430	428	0.368	4.08
after global placement	3430	428	0.368	4.13
after floorplan	2930	266	-	4.27
==> cells by family (layout without fill, tap and decap cells) <==
logic type / after synthesis / count (layout)
multiplexers: 16 / 16
AND/OR/NAND/NOR: 87 / 87
XOR/XNOR: 9 / 9
flip-flops: 32 / 32
adder cells (fa/ha/maj): 69 / 69
buffers and inverters: 39 / 80
AND-OR/OR-AND: 14 / 14
Power is estimated from default activity; no workload was simulated.
