[./design.v]
interface top_if #(parameter N = 8) (input bit clk);
    logic           rst_n;
    logic           ea;
    logic           eb;
    logic [N-1:0]   data_a;
    logic [N-1:0]   data_b;
    logic [(2*N-1):0] p_out;
endinterface
module array_mult #(parameter N = 8) (
    input  logic [N-1:0] a,  
    input  logic [N-1:0] b,  
    output logic [(2*N)-1:0] p  
);
    logic [N-1:0] pp [0:N-1];  
    genvar i;
    generate
        for (i = 0; i < N; i++) begin : pp_gen
            assign pp[i] = a & {N{b[i]}};
        end
    endgenerate
    logic [N-1:0] sum  [1:N-1];
    logic         cout [1:N-1];
    assign p[0] = pp[0][0];
    n_bit_adder #(N) row1 (
        .a(pp[1]), 
        .b({1'b0, pp[0][N-1:1]}), 
        .cin(1'b0), 
        .sum(sum[1]), 
        .cout(cout[1])
    );
    assign p[1] = sum[1][0];
    generate
        for (i = 2; i < N; i++) begin : row_gen
            n_bit_adder #(N) adder_row (
                .a(pp[i]),
                .b({cout[i-1], sum[i-1][N-1:1]}),
                .cin(1'b0),
                .sum(sum[i]),
                .cout(cout[i])
            );
            assign p[i] = sum[i][0];
        end
    endgenerate
    assign p[(2*N)-1:N] = {cout[N-1], sum[N-1][N-1:1]};
endmodule
module full_adder (
    input  logic a, b, cin,
    output logic sum, cout
);
    assign {cout, sum} = a + b + cin;
endmodule
module n_bit_adder #(parameter N = 8) (
    input  logic [N-1:0] a,
    input  logic [N-1:0] b,
    input  logic cin,
    output logic [N-1:0] sum,
    output logic cout
);
    wire [N:0] c;
    assign c[0] = cin;
    assign cout = c[N];
    genvar i;
    generate
        for (i = 0; i < N; i++) begin : adder_gen
            full_adder fa (
                .a(a[i]), 
                .b(b[i]), 
                .cin(c[i]), 
                .sum(sum[i]), 
                .cout(c[i+1])
            );
        end
    endgenerate
endmodule
[./config.mk]
export PLATFORM = sky130hd
export DESIGN_NAME = array_mult
export DESIGN_NICKNAME = array_mult
export VERILOG_FILES = /design/flow/design.v
export SDC_FILE = /design/flow/constraint.sdc
export NUM_CORES = 4
export LEC_CHECK = 1
export CORE_UTILIZATION = 40
[./constraint.sdc]
current_design array_mult

set clk_period 23.7
set clk_io_pct 0.2

create_clock -name clk0 -period $clk_period

set non_clock_inputs [all_inputs -no_clocks]
set_input_delay [expr $clk_period * $clk_io_pct] -clock clk0 $non_clock_inputs
set_output_delay [expr $clk_period * $clk_io_pct] -clock clk0 [all_outputs]
[./run.sh]
#!/bin/bash
# OpenROAD 26Q1-2900-gdf79404cd8, Yosys 0.63+post, stock flow scripts
make -C /OpenROAD-flow-scripts/flow DESIGN_CONFIG=/design/flow/config.mk WORK_HOME=/design/flow/orfs finish
==> flow_summary.toml <==
# flow metrics
[power]
pwr-share-comb = 1.000
swShare = 0.354
internal_power_mw = 0.139
pwr-share-clk = 0
p_leak_nw = 0.795
switchingPower_mw = 0.0761
fin_total_pwr_mw = 0.215
peakVddDrop_v = 0.0000817
power.density_nw_per_um2 = 116
sequentialPowerShare = 0

[worst_setup_path]
cp.arrival_ns = 14.37
path_max_fanout = 8
cp_common_cell = "fa_1"
cpLargestDelayFamily = "adder cells"
critPathSlowestCell = "clkdlybuf4s50_1"
worst-path-buf-inv = 6
slowest_delay_ns = 0.54
required_ns = 18.96
end_kind = "output pin"
start_kind = "input pin"
path_class = "input pin to output pin"

[sta]
rsz0062_at_grt = "no"
tightest_slew_ns = 0.272
setup-violations-final = 0
period_used_share = 0.806
hold_ws_ns = 10.59
period_minus_slack_ns = 19.11
hold_viol = 0
worst_slack_ns = 4.59
finalMaxSlewViolations = 0
max_freq_mhz = 52.3
setup_tns_ns = 0
slew_headroom = 0.818

[synthesis]
mux_share = 0
top_area_cell = "fa_1"
synth_adder_area_share = 0.666
ys_types = 6
yosys_cells = 164
syn_area_per_cell_um2 = 9.71
logic_family = "adder cells"
aoi_share = 0
netlist_area_um2 = 1590
most_common_cell = "fa_1"
synth_warnings = 5
syn-instance-count = 164
synthTopCellsByCount = "fa_1, nand2_1, inv_1"
area_leaders = "fa_1, and2_1, nand2_1"
top_area_frac = 0.603
xor_area_frac = 0
simple_gate_share = 0.195
yosys_area_um2 = 1590
postSynthSeqShare = 0

[flow_run]
warning_count = 32
cap_violations = 0

[global_route]
antenna_found_initial = 0
track_usage = 0.138
grt_max_degree = 9
overflow = 0
grt_pass1_vias = 1043
grt_pass1_wl_mm = 4.51

[placement]
placement.cell_area_um2 = 1860
dp_hpwl_mm = 1.97
gp_congestion = 0.774
portBuffers = 32
dp_slack_ns = 4.56
dp_cells = 229

[outcome]
status = "finished, final reports clean"

[floorplanning]
die_y_um = 65.1
dieArea_um2 = 4240
pin_count = 32
initCoreUtil = 0.425
core_area_um2 = 3740
core.rowCount = 22
dieWidth_um = 65.1

[finish]
stdcell_count = 229
seq_area_um2 = 0
ff_count = 0
final_util = 0.497
synthToLayoutAreaGrowth_pct = 16.8
n_clock_buffer = 0
final_area_um2 = 1860
drive_above_1_share = 0

[drt]
viasPerCell = 4.49
vias = 1029
ant_nets = 0
drc = 0
routed_wl_mm = 2.14
firstDrtPassIters = 3
diodes = 0
routedWlPerCell_um = 9.35
drtIter0Drc = 16

[clock_tree]
postCtsSetupBuffers = 0
cts.repair.resized = 0
cts_hold_buf = 0

[min_path]
hold_depth = 3
hold_end = "p[0]"
min_from = "a[0]"
hold_path.class = "input pin to output pin"
## layout by cell type, fill, tap and decap left out
cell type        count
ha_1                 8
clkdlybuf4s50_1     32
and2_1              28
inv_1               29
fa_1                48
nand2_1             36
## how the worst max path moves through the flow
| stage | depth (start not counted) | slack [ns] | from | endpoint |
|---|---|---|---|---|
| finish | 27 | 4.59 | b[0] | p[14] |
| CTS | 27 | 4.53 | a[1] | p[14] |
| global route | 27 | 4.12 | b[0] | p[14] |
## power by group through the flow
stage / sequential (mW) / combinational [mW] / clock [mW]
global route: 0 / 0.256 / 0
CTS: 0 / 0.222 / 0
finish: 0 / 0.215 / 0
## tightest hold or removal path, stage by stage
cell and delay, ns:
clkdlybuf4s50_1 0.50, and2_1 0.21, clkdlybuf4s50_1 0.40
## area by class of cell
type               instances  area (um^2)
well taps                 48         60.1
fillers                  364         1880
inverters                 29          109
multi-input cells        120         1370
repair buffers            32          320
## logic make-up after synthesis
kind of cell             after synthesis
adder cells (fa/ha/maj)               56
AND/OR/NAND/NOR                       64
buffers and inverters                 44
## routing by layer
layer,up-vias,share of wire,track usage
met1,517,0.48,0.254
met5,-,0,0
li1,491,-,-
met3,0,0.034,0.0158
met2,21,0.48,0.204
met4,0,0,0
No activity file was given, so power comes from the tool's default toggle rates.
